File: /design/flow/design.v
`default_nettype none
module square #(
    H_SIZE=80,       
    IX=40,          
    IY=40,          
    IX_DIR=1,        
    IY_DIR=1,        
    D_WIDTH=640,     
    D_HEIGHT=480     
    )
    (
    input wire i_clk,          
    input wire i_ani_stb,      
    input wire i_rst,          
    input wire i_animate,      
    input wire Up,             
    input wire Left,           
    input wire Right,          
    input wire Down,           
    output wire [11:0] o_x1,   
    output wire [11:0] o_x2,   
    output wire [11:0] o_y1,   
    output wire [11:0] o_y2    
    );
    reg [11:0] x = IX;    
    reg [11:0] y = IY;    
    reg x_dir = IX_DIR;   
    reg y_dir = IY_DIR;   
    assign o_x1 = x - H_SIZE;   
    assign o_x2 = x + H_SIZE;   
    assign o_y1 = y - H_SIZE;   
    assign o_y2 = y + H_SIZE;   
    initial
    begin
        x = IX;
        y = IY;
        x_dir = IX_DIR;
        y_dir = IY_DIR;    
    end
    always @ (posedge i_clk)
    begin
        if (i_rst)   
        begin
            x <= IX;
            y <= IY;
            x_dir <= IX_DIR;
            y_dir <= IY_DIR;
        end
        if (i_animate && i_ani_stb)
        begin
            if(Down)
            begin
                if(y <= 19)
                    y <= 20;
                else if(y >= D_HEIGHT)
                    y <= D_HEIGHT - 20;
                else 
                    y <= y + 5;
            end
            if(Left)
            begin
                if(x <= 19)
                    x <= 20;
                else if(x >= D_WIDTH)
                    x <= D_WIDTH - 20;
                else
                    x <= x - 5;
            end
            if(Right)
            begin
                  if(x <= 19)
                      x <= 20;
                  else if(x >= (D_WIDTH))
                      x <= D_WIDTH - 20;
                  else
                      x <= x + 5;
            end
            if(Up)
                begin
                      if(y <= 19)
                          y <= 20;
                      else if(y >= (D_HEIGHT))
                          y <= D_HEIGHT - 20;
                      else 
                          y <= y - 5;
                end   
        end
    end
endmodule
`default_nettype none
module top(
    input wire CLK,              
    input wire RST_BTN,          
    input wire Up,               
    input wire Left,             
    input wire Right,            
    input wire Down,             
    output wire VGA_HS_O,        
    output wire VGA_VS_O,        
    output wire [3:0] VGA_R,     
    output wire [3:0] VGA_G,     
    output wire [3:0] VGA_B,      
    output reg [15:0] LED
    );
    wire sq_a, sq_b, sq_c, sq_enD, sq_e;
    wire [11:0] sq_enD_x1, sq_enD_x2, sq_enD_y1, sq_enD_y2;
    wire [11:0] sq_a_x1, sq_a_x2, sq_a_y1, sq_a_y2;   
    wire [11:0] sq_b_x1, sq_b_x2, sq_b_y1, sq_b_y2;
    wire [11:0] sq_c_x1, sq_c_x2, sq_c_y1, sq_c_y2;
    wire [11:0] sq_e_x1, sq_e_x2, sq_e_y1, sq_e_y2;
    wire check_1, check_2, check_3, check_4;
    assign check_1 = ((sq_c_x1 >= 590 && sq_c_x2 <= 650) && (sq_c_y1 >= 430 && sq_c_y2 <= 490)) ? 1:0;
    wire rst = (RST_BTN || check_1) ? 1 : 0;
    integer i;
    reg [3:0] counter = 4'd0;
    initial
    begin
        LED = 0;
        counter = 0;
    end
    always @ (*)
    begin
        if(rst)
            counter <= counter + 1;
        case(counter)
            3'd1:
                LED[0] <= 1;
            3'd2:
            begin
                LED[0] <= 1;
                LED[1] <= 1;
            end
            3'd3:
            begin
                LED[0] <= 1;
                LED[1] <= 1;
                LED[2] <= 1;
            end
            3'd4:
            begin
                LED <= 0;
                counter <= 0;
            end
            default:
                   LED = 0;
        endcase
    end
    wire [9:0] x;   
    wire [8:0] y;   
    wire animate;   
    reg [15:0] cnt = 0;
    reg pix_stb = 0;
    always @(posedge CLK)
        {pix_stb, cnt} <= cnt + 16'h4000;   
    vga640x480 display (
        .i_clk(CLK),
        .i_pix_stb(pix_stb),
        .i_rst(rst),
        .o_hs(VGA_HS_O), 
        .o_vs(VGA_VS_O), 
        .o_x(x), 
        .o_y(y),
        .o_animate(animate)
    );
    square #(.IX(160), .IY(120), .H_SIZE(20)) sq_a_anim (
        .i_clk(CLK), 
        .i_ani_stb(pix_stb),
        .i_rst(rst),
        .i_animate(animate),
        .o_x1(sq_a_x1),
        .o_x2(sq_a_x2),
        .o_y1(sq_a_y1),
        .o_y2(sq_a_y2)
    );
    square #(.IX(20), .IY(20), .H_SIZE(20)) sq_c_anim (
        .i_clk(CLK), 
        .i_ani_stb(pix_stb),
        .i_rst(rst),
        .i_animate(animate),
        .o_x1(sq_c_x1),
        .o_x2(sq_c_x2),
        .o_y1(sq_c_y1),
        .o_y2(sq_c_y2),
        .Up(Up),
        .Down(Down),
        .Left(Left),
        .Right(Right)
    );
     enemy #(.IX_1(150), .IY_1(150), .IX_2(275), .IY_2(275), .IX_3(400), .IY_3(400), .H_SIZE(20)) sq_enD_anim (
        .i_clk(CLK),
        .i_ani_stb(pix_stb),
        .i_rst(rst),
        .i_animate(animate),
        .o_x1_1(sq_enD_x1),
        .o_x2_1(sq_enD_x2),
        .o_y1_1(sq_enD_y1),
        .o_y2_1(sq_enD_y2),
        .o_x1_2(sq_b_x1),
        .o_x2_2(sq_b_x2),
        .o_y1_2(sq_b_y1),
        .o_y2_2(sq_b_y2),
        .o_x1_3(sq_e_x1),
        .o_x2_3(sq_e_x2),
        .o_y1_3(sq_e_y1),
        .o_y2_3(sq_e_y2)
    );
    assign sq_a = ((x > 600) & (y > 440 ) & (x < 640) & (y < 480)) ? 1 : 0;
    assign sq_b = ((x > sq_b_x1) & (y > sq_b_y1) &
        (x < sq_b_x2) & (y < sq_b_y2)) ? 1 : 0;
    assign sq_c = ((x > sq_c_x1) & (y > sq_c_y1) &
        (x < sq_c_x2) & (y < sq_c_y2)) ? 1 : 0;
    assign sq_e = ((x > sq_e_x1) & (y > sq_e_y1) &
        (x < sq_e_x2) & (y < sq_e_y2)) ? 1 : 0;    
    assign sq_enD = ((x > sq_enD_x1) & (y > sq_enD_y1) &
        (x < sq_enD_x2) & (y < sq_enD_y2)) ? 1 : 0;
    assign VGA_R[3] = sq_a;   
    assign VGA_G[3] = sq_enD || sq_b || sq_e;
    assign VGA_B[3] = sq_c;   
endmodule
module enemy #(
    H_SIZE=80,       
    IX_1=20,          
    IY_1=20,          
    IX_DIR_1=1,        
    IY_DIR_1=1,        
    IX_2=20,          
    IY_2=20,          
    IX_DIR_2=1,        
    IY_DIR_2=1,
    IX_3=20,          
    IY_3=20,          
    IX_DIR_3=1,        
    IY_DIR_3=1,
    D_WIDTH=640,     
    D_HEIGHT=480     
    )
    (
    input wire i_clk,          
    input wire i_ani_stb,      
    input wire i_rst,          
    input wire i_animate,      
    output wire [11:0] o_x1_1,   
    output wire [11:0] o_x2_1,   
    output wire [11:0] o_y1_1,   
    output wire [11:0] o_y2_1,    
    output wire [11:0] o_x1_2,   
    output wire [11:0] o_x2_2,   
    output wire [11:0] o_y1_2,   
    output wire [11:0] o_y2_2,    
    output wire [11:0] o_x1_3,   
    output wire [11:0] o_x2_3,   
    output wire [11:0] o_y1_3,   
    output wire [11:0] o_y2_3    
    );
    reg [11:0] x_1 = IX_1;    
    reg [11:0] y_1 = IY_1;    
    reg x_dir_1 = IX_DIR_1;   
    reg y_dir_1 = IY_DIR_1;   
    reg [11:0] x_2 = IX_2;    
    reg [11:0] y_2 = IY_2;    
    reg x_dir_2 = IX_DIR_2;   
    reg y_dir_2 = IY_DIR_2;   
    reg [11:0] x_3 = IX_3;    
    reg [11:0] y_3 = IY_3;    
    reg x_dir_3 = IX_DIR_3;   
    reg y_dir_3 = IY_DIR_3;   
    assign o_x1_1 = x_1 - H_SIZE;   
    assign o_x2_1 = x_1 + H_SIZE;   
    assign o_y1_1 = y_1 - H_SIZE;   
    assign o_y2_1 = y_1 + H_SIZE;   
    assign o_x1_2 = x_2 - H_SIZE;   
    assign o_x2_2 = x_2 + H_SIZE;   
    assign o_y1_2 = y_2 - H_SIZE;   
    assign o_y2_2 = y_2 + H_SIZE;   
    assign o_x1_3 = x_3 - H_SIZE;   
    assign o_x2_3 = x_3 + H_SIZE;   
    assign o_y1_3 = y_3 - H_SIZE;   
    assign o_y2_3 = y_3 + H_SIZE;   
    always @ (posedge i_clk)
    begin
        if (i_rst)   
        begin
            x_1 <= IX_1;
            y_1 <= IY_1;
            x_dir_1 <= IX_DIR_1;
            y_dir_1 <= IY_DIR_1;
        end
        if (i_animate && i_ani_stb)
        begin
          y_1 <= (y_dir_1) ? y_1 + 10 : y_1 - 10;   
            if (y_1 <= H_SIZE + 1)   
                y_dir_1 <= 1;   
            if (y_1 >= (D_HEIGHT - H_SIZE - 1))   
                y_dir_1 <= 0;   
        end
    end
      always @ (posedge i_clk)
    begin
        if (i_rst)   
        begin
            x_2 <= IX_2;
            y_2 <= IY_2;
            x_dir_2 <= IX_DIR_2;
            y_dir_2 <= IY_DIR_2;
        end
        if (i_animate && i_ani_stb)
        begin
          y_2 <= (y_dir_2) ? y_2 + 15 : y_2 - 15;   
            if (y_2 <= H_SIZE + 1)   
                y_dir_2 <= 1;   
            if (y_2 >= (D_HEIGHT - H_SIZE - 1))   
                y_dir_2 <= 0;   
        end
    end
         always @ (posedge i_clk)
    begin
        if (i_rst)   
        begin
            x_3 <= IX_3;
            y_3 <= IY_3;
            x_dir_3 <= IX_DIR_3;
            y_dir_3 <= IY_DIR_3;
        end
        if (i_animate && i_ani_stb)
        begin
          y_3 <= (y_dir_3) ? y_3 + 20 : y_3 - 20;   
            if (y_3 <= H_SIZE + 1)   
                y_dir_3 <= 1;   
            if (y_3 >= (D_HEIGHT - H_SIZE - 1))   
                y_dir_3 <= 0;   
        end
    end
endmodule
`default_nettype none
module vga640x480(
    input wire i_clk,            
    input wire i_pix_stb,        
    input wire i_rst,            
    output wire o_hs,            
    output wire o_vs,            
    output wire o_blanking,      
    output wire o_active,        
    output wire o_screenend,     
    output wire o_animate,       
    output wire [9:0] o_x,       
    output wire [8:0] o_y        
    );
    localparam HS_STA = 16;               
    localparam HS_END = 16 + 96;          
    localparam HA_STA = 16 + 96 + 48;     
    localparam VS_STA = 480 + 10;         
    localparam VS_END = 480 + 10 + 2;     
    localparam VA_END = 480;              
    localparam LINE   = 800;              
    localparam SCREEN = 525;              
    reg [9:0] h_count;   
    reg [9:0] v_count;   
    assign o_hs = ~((h_count >= HS_STA) & (h_count < HS_END));
    assign o_vs = ~((v_count >= VS_STA) & (v_count < VS_END));
    assign o_x = (h_count < HA_STA) ? 0 : (h_count - HA_STA);
    assign o_y = (v_count >= VA_END) ? (VA_END - 1) : (v_count);
    assign o_blanking = ((h_count < HA_STA) | (v_count > VA_END - 1));
    assign o_active = ~((h_count < HA_STA) | (v_count > VA_END - 1)); 
    assign o_screenend = ((v_count == SCREEN - 1) & (h_count == LINE));
    assign o_animate = ((v_count == VA_END - 1) & (h_count == LINE));
    always @ (posedge i_clk)
    begin
        if (i_rst)   
        begin
            h_count <= 0;
            v_count <= 0;
        end
        if (i_pix_stb)   
        begin
            if (h_count == LINE)   
            begin
                h_count <= 0;
                v_count <= v_count + 1;
            end
            else 
                h_count <= h_count + 1;
            if (v_count == SCREEN)   
                v_count <= 0;
        end
    end
endmodule
File: /design/flow/run.sh
#!/bin/bash
# OpenROAD 26Q1-2900-gdf79404cd8, Yosys 0.63+post, stock flow scripts
make -C /OpenROAD-flow-scripts/flow DESIGN_CONFIG=/design/flow/config.mk WORK_HOME=/design/flow/orfs finish
File: /design/flow/config.mk
export PLATFORM = sky130hd
export DESIGN_NAME = top
export DESIGN_NICKNAME = top
export VERILOG_FILES = /design/flow/design.v
export SDC_FILE = /design/flow/constraint.sdc
export NUM_CORES = 4
export LEC_CHECK = 1
export CORE_UTILIZATION = 40
File: /design/flow/constraint.sdc
current_design top

set clk_period 6.9
set clk_io_pct 0.2

create_clock -name clk0 -period $clk_period [get_ports {CLK}]

set non_clock_inputs [all_inputs -no_clocks]
set_input_delay [expr $clk_period * $clk_io_pct] -clock clk0 $non_clock_inputs
set_output_delay [expr $clk_period * $clk_io_pct] -clock clk0 [all_outputs]
==> results.tsv <==
metric	value	unit
Worst Tran Pin Value	0.847	ns
unrepaired setup endpoints after global routing	false	
final count of hold timing violations	0	
Iteration-0 DRC Markers	664	
routed via count	8162	
GPL Wtd Cong	0.909	
post-synth area from yosys stat	9550	sq um
htree depth	3	
reg2reg path depth	10	
Min-Delay Endpoint	cnt[14]	
DRT antenna net count	0	
area fraction in mux cells	0.956	%
xor/xnor share	8.07	%
Total Wirelength	22.8	mm
chip width	157	microns
HPWL after detailed placement	17.0	mm
clock skew	0.0136	ns
max-cap violations	0	
final setup violation count	0	
Placed Area	9760	sq um
Power, Total	1.20	mW
outcome	finished, final reports clean	
yosys cell count	1164	
WHS Path Cells	1	
Worst path max stage delay	0.74	ns
Synth Area in Adders	17.7	%
maximum clock rate	0.166	GHz
clk latency late pin	0.36	ns
Non-Filler Instances	1456	
Leak Pwr	4.19	nW
largest net degree at the start of global routing	34	
Basic Gates by Area	21.4	%
most frequent cells in the layout	128 x ha_1, 93 x nor2_1, 80 x nand2_1	
power per cell area	119	nW/um^2
number of enable flip-flop cells	43	
area fraction in compound gates	22.1	%
Peak VDD IR	0.110	mV
CP Max Fanout	20	
CP arrival	4.65	ns
warning total across the stage logs	55	
I/O Buffers	13	
largest family of logic cells by area	AND-OR/OR-AND gates	
Yosys Warn Count	26	
core area	23500	sq um
first-pass GRT wire length	37.8	mm
Final Critical Period	6.03	ns
clock slew seen by the registers of the worst setup and hold paths	0.07	ns
pre-CTS setup slack	1.27	ns
fin crit share	87.4	%
Pre-Place Util	40.7	%
ys flops	89	
hold path startpoint	cnt[14]	
post-CTS sizing	0	
Core Util, Final	43.0	%
Setup crit end kind	primary output	
WL/cell	15.6	microns
Post-CTS Hold Buffers	0	
IO Pins	36	
P&R area growth vs syn	5.59	%
most frequent logic cell in the layout	ha_1	
antenna cell count	0	
Slew HR	43.5	%
DR pass1 iterations	7	
Worst Hold Class	reg2reg	
CP startpoint	sq_c_anim.y[2]	
CTS tree	done	
Worst Setup Start Kind	flip-flop	
CTS buffer count	9	
Crit path required time	5.52	ns
root buf cell	clkbuf_16	
global route overflow	0	
Mapped Avg Cell Area	8.20	sq um
Hold WS	0.387	ns
ys async rst share	0	%
FF-to-FF setup slack	3.28	ns
share of layout cells above drive strength 1	3.43	%
CP max-delay cell	dfxtp_1	
type of the worst setup path	reg2out	
Reg2Reg Capture Point	display.h_count[3]	
Cell Area, Synth	9550	sq um
vias per cell	5.61	
number of global-route vias before repair	7299	
Syn Inst Count	1164	
Commonest flop	edfxtp_1	
die area	24500	sq um
drc violations	0	
clock buffer depth	2	
placed insts	1440	
endpoints left unconstrained	9	
Core Rows	56	
DIE HEIGHT	157	microns
Max Slew Vio Count	0	
Setup TNS	0	ns
synth unique cells	84	
initial antenna violation count	0	
Overall Global Routing Usage	19.6	%
PnR worst setup slack	0.872	ns
count of unclocked register or latch pins	6	
Design Area, Final	10100	sq um
Setup Buffers After CTS	0	
CP Cell Sequence	inv_1, ha_1, nor2b_1, nor4_1, xnor2_1, ha_1, and3_1, and3_1, a2111o_1, or4_1, a311oi_1, clkdlybuf4s50_1	
worst r2r src	sq_c_anim.y[2]	
layer usage:
metal  routed length (microns)  share of wire [%]  vias to the layer above  global-route usage [%]
li1                          -                  -                     4166                       -
met1                     11700                 51                     3806                    31.1
met2                      9820                 43                      174                    29.8
met3                       968                4.3                       16                    2.37
met4                       265                1.2                        0                    1.91
met5                         0                  0                        -                       0
cells in the mapped netlist, types with 11 or more instances:
master	instances	area share, %
nor2_1	93	3.7
buf_2	12	0.63
a31oi_1	11	0.72
nand3_1	38	2.0
or3_1	13	0.85
clkbuf_1	38	1.5
nor3_1	35	1.8
xnor2_1	43	3.9
edfxtp_1	43	14
nand2b_1	14	0.92
ha_1	128	17
xor2_1	45	4.1
a211oi_1	16	1.3
buf_4	27	2.1
a21o_1	22	1.7
and3_1	16	1.0
nor2b_1	17	1.1
inv_1	60	2.4
and2_1	17	1.1
dfxtp_1	40	8.4
a21oi_1	69	3.6
nand2_1	80	3.1
o21ai_0	56	2.9
sequential cells by signal, summed over array words and instances (netlist names):
name                 cells
sq_enD_anim.y_dir_2      1
counter                  4
LED                      2
sq_enD_anim.y_3         10
sq_enD_anim.y_1         11
sq_enD_anim.y_2         12
sq_enD_anim.y_dir_1      1
display.h_count         10
sq_enD_anim.y_dir_3      1
sq_c_anim.x             12
display.v_count         10
sq_c_anim.y             12
cnt                      2
pix_stb                  1
critical path: cells and delay by family (launching register included):
family                   cells  cell delay, ns
AND-OR/OR-AND                2            0.59
XOR/XNOR                     1            0.22
adder cells (fa/ha/maj)      2            0.59
buffers and inverters        2            0.78
flip-flops                   1            0.74
AND/OR/NAND/NOR              5            1.39
area by class of cell:
cell class,instances,area [sq um]
flip-flops and latches,89,2180
repair buffers,18,168
clock buffers,11,243
fillers,2267,13400
multi-input cells,953,6790
inverters,61,229
clock inverters,5,77.6
well taps,319,399
cells by family (layout without fill, tap and decap cells):
| logic type | count (synthesis) | after routing |
|---|---|---|
| buffers and inverters | 143 | 95 |
| latches | 6 | 6 |
| other | 1 | 22 |
| XOR/XNOR | 88 | 88 |
| adder cells (fa/ha/maj) | 135 | 135 |
| AND/OR/NAND/NOR | 392 | 392 |
| flip-flops | 83 | 83 |
| multiplexers | 9 | 9 |
| AND-OR/OR-AND | 307 | 307 |
worst max path at each step:
| stage | depth (start not counted) | end |
|---|---|---|
| 4_1_cts | 12 | VGA_B[3] |
| 5_1_grt | 12 | VGA_B[3] |
| 6_report | 12 | VGA_B[3] |
where the power goes:
| group | internal (mW) | leakage [nW] | total, mW | switching (mW) |
|---|---|---|---|---|
| logic | 0.0469 | 3.25 | 0.114 | 0.0674 |
| clock network | 0.327 | 0.157 | 0.549 | 0.222 |
| registers | 0.525 | 0.777 | 0.541 | 0.0154 |
| total | 0.899 | 4.19 | 1.20 | 0.305 |
No activity file was given, so power comes from the tool's default toggle rates.
